## flow/run.sh

```bash
#!/bin/bash
# OpenROAD 26Q1-2900-gdf79404cd8, Yosys 0.63+post, stock flow scripts
make -C /OpenROAD-flow-scripts/flow DESIGN_CONFIG=/design/flow/config.mk WORK_HOME=/design/flow/orfs finish
```

## flow/constraint.sdc

```tcl
current_design fifo

set clk_period 2.4
set clk_io_pct 0.2

create_clock -name clk0 -period $clk_period [get_ports {i_clock}]

set non_clock_inputs [all_inputs -no_clocks]
set_input_delay [expr $clk_period * $clk_io_pct] -clock clk0 $non_clock_inputs
set_output_delay [expr $clk_period * $clk_io_pct] -clock clk0 [all_outputs]
```

## flow/config.mk

```make
export PLATFORM = sky130hd
export DESIGN_NAME = fifo
export DESIGN_NICKNAME = fifo
export VERILOG_FILES = /design/flow/design.v
export SDC_FILE = /design/flow/constraint.sdc
export NUM_CORES = 4
export LEC_CHECK = 1
export CORE_UTILIZATION = 40
```

## flow/design.v

```verilog
`default_nettype none
module fifo
#(
	parameter FIFO_REG_WIDTH = 8,
	parameter FIFO_DEPTH = 4
)
(
	input wire i_clock,
	input wire i_nreset,
	input  wire                          i_read_ready,
	output wire                          o_read_valid,
	output wire [FIFO_REG_WIDTH - 1 : 0] o_read_data,
	output wire                          o_write_ready,
	input wire                           i_write_valid,
	input wire  [FIFO_REG_WIDTH - 1 : 0] i_write_data
);
	wire ready_route [FIFO_DEPTH : 0];
	wire valid_route [FIFO_DEPTH : 0];
	wire [FIFO_REG_WIDTH - 1 : 0] data_route [FIFO_DEPTH : 0];
	genvar fifo_reg_n;
	generate
		for (fifo_reg_n = 0; fifo_reg_n < FIFO_DEPTH; fifo_reg_n = fifo_reg_n + 1) begin
			fifo_reg #(.FIFO_REG_WIDTH(FIFO_REG_WIDTH)) inner_reg (
				.i_clock(i_clock),
				.i_nreset(i_nreset),
				.i_read_ready(ready_route[fifo_reg_n]),
				.o_read_valid(valid_route[fifo_reg_n]),
				.o_read_data(data_route[fifo_reg_n]),
				.o_write_ready(ready_route[fifo_reg_n + 1]),
				.i_write_valid(valid_route[fifo_reg_n + 1]),
				.i_write_data(data_route[fifo_reg_n + 1])
			);
		end
	endgenerate
	assign ready_route[0]          = i_read_ready;
	assign o_read_valid            = valid_route[0];
	assign o_read_data             = data_route[0];
	assign o_write_ready           = ready_route[FIFO_DEPTH];
	assign valid_route[FIFO_DEPTH] = i_write_valid;
	assign data_route[FIFO_DEPTH]  = i_write_data;
endmodule
`default_nettype none
module fifo_reg
#(
	parameter FIFO_REG_WIDTH = 3,
    parameter CLEAR_ON_EMPTY = 1
)
(
	input wire i_clock,
	input wire i_nreset,
	input  wire                          i_read_ready,
	output wire                          o_read_valid,
	output wire [FIFO_REG_WIDTH - 1 : 0] o_read_data,
	output wire                          o_write_ready,
	input wire                           i_write_valid,
	input wire  [FIFO_REG_WIDTH - 1 : 0] i_write_data
);
	reg                          valid;
    reg [FIFO_REG_WIDTH - 1 : 0] data;
    always @(posedge i_clock or negedge i_nreset)
    begin
        if (!i_nreset)
        begin
            valid <= 0;
            data <= {FIFO_REG_WIDTH{1'b0}};
        end
        else
        begin
            if (i_write_valid && ~valid)
            begin
                data <= i_write_data;
                valid <= 1;   
            end
            else if (i_read_ready && valid)
            begin
                valid <= 0;
                if (CLEAR_ON_EMPTY)
                    data <= {FIFO_REG_WIDTH{1'b0}};
            end
        end
    end
    assign o_read_valid  = valid;
    assign o_read_data   = data;
    assign o_write_ready = ~valid;
endmodule
```

==> run_results.csv <==
group,metric,value,unit
status,run_status,"completed",
final_timing,finalMaxSlewViolations,0,
final_timing,skew,3.903,ps
global_routing,antenna_found_initial,0,
setup_path,crit_chain,"clkdlybuf4s50_1",
yosys,top_area_cell,"dfrtp_1",
setup_path,reg2reg_slack,910,ps
yosys,yosys_warnings,2,
final_timing,tightest_slew,761.5,ps
power,ir_worst_vdd,0.5529,mV
worst_hold_path,holdPathEnd,"genblk1[0].inner_reg.data[1]",
floorplanning,ios,22,
detailed_routing,drt_iter0_markers,35,
setup_path,crit_type,"register to output port",
clocking,ctsResizeCount,0,
detailed_routing,routed_wl,2563,um
detailed_routing,dr.pass1.iters,4,
setup_path,crit_buf_inv,1,
setup_path,max_stage_delay,580,ps
power,power.density,1160,nW/um^2
clocking,cts_hold_buffers,0,
setup_path,cp_data_required_time,1920,ps
final_timing,final_hold_viol_count,0,
clocking,cts_made_buffers,5,
job,cap_viol_max_count,0,
worst_hold_path,hold_class,"register to register",
job,warnings,25,
yosys,area_leaders,"dfrtp_1, mux2i_1, o2bb2ai_1",
setup_path,arrival,1400,ps
global_routing,grt_pass1_wl,4678,um
clocking,clk_path_buf_depth,2,
yosys,synth_cells,122,
clocking,cts.sinks,36,
global_routing,grtUsageTotal,0.1437,
yosys,async_flop_share,1.000,
yosys,synthFlopType,"dfrtp_1",
placed_design,io_buffers,21,
yosys,yosysSeqAreaShare,0.5393,
final_timing,finalSetupViolations,0,
detailed_routing,vias_per_cell,5.083,
final_timing,rsz0062_at_grt,"false",
setup_path,crit_slowest_cell,"dfrtp_1",
yosys,syn_area_per_cell,13.69,um^2
clocking,htreeDepth,2,
setup_path,start_kind,"register",
floorplanning,rows,23,
yosys,yosysCellCount,122,
final_timing,fin_crit_sh,0.7853,
placed_design,post_dp_cell_area,1861,um^2
yosys,synth_cell_type_count,16,
cells_and_area,fillerInstances,351,
setup_path,r2r_end,"genblk1[3].inner_reg.data[3]",
clocking,clock_latency,280,ps
floorplanning,die_w,66.62,um
cells_and_area,finalInstanceArea,1951,um^2
detailed_routing,num_antenna_cells,0,
setup_path,rr_worst_depth,2,
global_routing,grt_pass1_vias,948,
yosys,top_area_frac,0.5393,
setup_path,crit_fanout,14,
cells_and_area,area_growth,16.78,%
placed_design,gp_congestion,0.6527,
final_timing,fmax,530.6,MHz
detailed_routing,drc_errors,0,
final_timing,relSlewSlack,0.4923,
floorplanning,die_h,66.62,um
placed_design,hpwlAfterDp,1713,um
final_timing,layout_min_cycle_time,1885,ps
clocking,cts-root-buf,"clkbuf_8",
floorplanning,initial_core_util,0.4176,
detailed_routing,wl_per_cell,13.35,um
clocking,clk_pin_slew,60,ps
yosys,ys_chip_area,1670,um^2
power,leakagePower,0.0008490,uW
clocking,post-cts-setup-buffers,0,
yosys,synth_flop_count,36,
floorplanning,dieArea,4438,um^2
worst_hold_path,min_delay_path_depth,1,
setup_path,crit_family,"flip-flops",
final_timing,setup_tns,0,ps
floorplanning,design.core.area,4000,um^2
detailed_routing,ant_nets,0,
yosys,top_cell,"dfrtp_1",
yosys,top_cells_by_count,"dfrtp_1, mux2i_1, o2bb2ai_1, buf_6",
setup_path,r2r_start,"genblk1[2].inner_reg.valid",
setup_path,endpoint_kind,"output port",
yosys,edf_count,0,
detailed_routing,num_vias,976,
global_routing,overflow,0,
yosys,synth.cell_area,1670,um^2
cells_and_area,drive_gt1_frac,0.07042,
worst_hold_path,hold_path.startpoint,"genblk1[0].inner_reg.data[1]",
clocking,tritoncts,"built",
global_routing,grt_max_degree,37,
## state kept, by name, summed over array words and instances (netlist names)
register                 count
genblk1.inner_reg.data      32
genblk1.inner_reg.valid      4
## worst reg2reg max path: stages (launching register included)
cell and delay (ps):
dfrtp_1 840, and2_1 410, o2bb2ai_1 160
## report_power, final
group,internal [uW],leakage (uW),switching [uW]
Combinational,426,0.000325,277
Clock,234,0.0000455,191
Sequential,845,0.000479,290
Total,1500,0.000849,758
## worst max-delay path by stage
stage                                 startpoint      endpoint  slack (ps)  cells past startpoint
after CTS             genblk1[0].inner_reg.valid  o_read_valid         500                      1
after global routing  genblk1[0].inner_reg.valid  o_read_valid         400                      1
final                 genblk1[0].inner_reg.valid  o_read_valid         520                      1
## cells by family (layout without fill, tap and decap cells)
logic type / count (synthesis) / in the layout / share of synthesized area
DFF: 36 / 36 / 0.5393
buffers and inverters: 13 / 33 / 0.06515
and+or+nand+nor: 5 / 5 / 0.01723
AOI/OAI and AO/OA: 35 / 35 / 0.1798
muxes: 33 / 33 / 0.1985
## per-stage QoR
stage / hold slack, ps / total power (uW) / std cells / worst slack (ps) / util
after floorplan: 184.4 / 1695 / 122 / 1245 / -
after global placement: 496.9 / 1845 / 184 / 707.6 / 0.4651
after detailed placement: 499.3 / 1857 / 184 / 667.2 / 0.4651
after CTS: 519.0 / 2297 / 192 / 504.5 / 0.4876
after global routing: 539.8 / 2478 / 192 / 398.4 / 0.4876
final: 512.1 / 2262 / 192 / 515.3 / 0.4876
## layout by cell type (no fill, tap or decap)
cell and instances:
a21o_1 1, a21oi_1 1, and2_1 3, buf_4 3, clkbuf_1 2, clkbuf_8 6, clkdlybuf4s50_1 21, dfrtp_1 36
inv_1 1, mux2_2 1, mux2i_1 32, nor2_1 1, nor2b_1 1, o21bai_1 1, o2bb2ai_1 32
## metal layers
metal | wire length [um] | share of wire | GRT usage
met5 | 0 | 0 | 0
met4 | 46 | 0.018 | 0.02128
met3 | 178 | 0.069 | 0.03819
met2 | 978 | 0.38 | 0.2008
met1 | 1359 | 0.53 | 0.2343
## area by class of cell
class / count / area (um^2) / share of cell area
clock buffers: 8 / 90.09 / 0.04618
repair buffers: 24 / 232.7 / 0.1193
inverters: 1 / 3.754 / 0.001924
multi-input cells: 73 / 660.6 / 0.3387
flip-flops and latches: 36 / 900.9 / 0.4618
well taps: 50 / 62.56 / 0.03207
No activity file was given, so power comes from the tool's default toggle rates.
